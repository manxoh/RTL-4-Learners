[flow/run.sh]
#!/bin/bash
# OpenROAD 26Q1-2900-gdf79404cd8, Yosys 0.63+post, stock flow scripts
make -C /OpenROAD-flow-scripts/flow DESIGN_CONFIG=/design/flow/config.mk WORK_HOME=/design/flow/orfs finish
[flow/config.mk]
export PLATFORM = sky130hd
export DESIGN_NAME = axis_source
export DESIGN_NICKNAME = axis_source
export VERILOG_FILES = /design/flow/design.v
export SDC_FILE = /design/flow/constraint.sdc
export NUM_CORES = 4
export LEC_CHECK = 1
export CORE_UTILIZATION = 40
[flow/constraint.sdc]
current_design axis_source

set clk_period 11.6
set clk_io_pct 0.2

create_clock -name clk0 -period $clk_period [get_ports {clk}]

set non_clock_inputs [all_inputs -no_clocks]
set_input_delay [expr $clk_period * $clk_io_pct] -clock clk0 $non_clock_inputs
set_output_delay [expr $clk_period * $clk_io_pct] -clock clk0 [all_outputs]
[flow/design.v]
module axis_source #(AXIS_WIDTH = 32)
                                  (input clk,
                                   input reset,
                                   input en,
                                   input [AXIS_WIDTH-1:0] init_data,
                                   output m_axis_tvalid,
                                   output [AXIS_WIDTH-1:0] m_axis_tdata,
                                   input m_axis_tready);
   wire [AXIS_WIDTH-1:0] data_next;
   reg [AXIS_WIDTH-1:0] data_i;
   reg valid_i;
   assign data_next = data_i + 1'b1;  
   assign m_axis_tvalid = valid_i;
   assign m_axis_tdata = data_i;
   always @ (posedge clk) begin
      if (reset) begin
         valid_i <= 1'b0;
      end
      else begin 
         if (en) begin   
            valid_i <= 1'b1;
         end
         else begin
            if (valid_i && m_axis_tready) begin  
               valid_i <= 1'b0;
            end
         end
      end
   end
   always @ (posedge clk) begin
      if (reset) begin
         data_i <= {AXIS_WIDTH{1'b0}};
      end
      else begin
         if (en) begin
            if (valid_i && m_axis_tready) begin  
               data_i <= data_next;
            end
            else begin
               if (~valid_i) begin
                  data_i <= init_data + 1'b1;
               end
            end
         end
      end
   end
endmodule
==> Slide: Implementation Results <==
Run Summary

Yosys
  – Top cells by count, synth: nand2_1, dfxtp_1, a21oi_1
  – Syn_area_per_cell: 6.90 µm²
  – Yosys warnings: 1
  – Yosys Chip Area: 2860 µm²
  – Synth Register Bits: 33
  – Fraction of the yosys area taken by sequential cells: 23.1%
  – Cell Type Count: 59
  – Cell area leaders: dfxtp_1, nand2_1, nand4_1
  – EDFF count, synth: 0
  – Commonest flop: dfxtp_1
  – Cell type with the largest total area: dfxtp_1
  – Synth top area share: 23.1%
  – Yosys cell count: 415
  – Yosys top cell by instances: nand2_1
  – Synthesized area: 2860 µm²
  – Post-synthesis instance total: 415
  – Async SR Flop Fraction: 0%

Worst setup path
  – Reg-to-reg slack, setup: 8440 ps
  – Reg-to-Reg End: data_i[28]$_SDFFE_PP0P_
  – CP endpoint kind: flop
  – CP endpoint: data_i[28]$_SDFFE_PP0P_
  – CP max FO: 44
  – Critical R2R Launch: valid_i$_SDFFE_PP0P_
  – Worst EP arrival: 5400 ps
  – Reg2Reg Depth: 9
  – Crit path DRT: 11,780 ps
  – CP Launch Point: m_axis_tready
  – CP startpoint kind: primary input
  – Crit Path Class: primary input to flop

Global routing
  – Largest net degree at the start of global routing: 45
  – Total track usage: 27.6%
  – Via count of the first global-routing pass: 2,919
  – Grt total ovfl: 0
  – Initial antenna violation count: 0
  – First-pass GRT wire length: 15,900 µm

CTS
  – CTS Buf Count: 5
  – Clock buffer depth: 2
  – Post_cts resized: 0
  – Late-Pin Clk Latency: 290 ps
  – CTS Sinks: 33
  – Setup bufs post-CTS: 0
  – CTS clk-pin slew, worst paths: 70 ps
  – TritonCTS clock tree: yes
  – Hold buffers post-CTS: 0
  – Clock root buffer: clkbuf_8
  – H-tree depth: 2

STA
  – Final worst-path cycle share: 45.0%
  – RSZ-0062 raised after global routing: no
  – Count of final hold-check violations: 0
  – Setup TNS: 0 ps
  – Clock Skews: 10.0 ps
  – Worst slew margin: 49.3%
  – # setup viols final: 0
  – Worst slew pin tran: 753 ps
  – FMAX: 0.192 GHz
  – Final Critical Period: 5220 ps
  – Final tally of max-slew violations: 0

Route
  – Detailed Routing Iterations Pass 1: 5
  – DRC Markers: 0
  – Detailed-route wire length per cell: 17.7 µm
  – Vias per inst: 5.99
  – DRT antenna net count: 0
  – Initial DRC count: 271
  – Total routed wirelength: 9890 µm
  – Antenna diode instance count: 0
  – DR vias: 3,357

Place
  – Post-DP HPWL: 6590 µm
  – Placer Congestion: 0.854
  – IO Port Bufs: 68

Finish
  – Layout fillers: 671
  – Comb. cell area: 2020 µm²
  – Layout cell share with drive strength beyond 1: 6.47%
  – Area growth, synth to finish: 27.7%
  – Sequential cell area: 661 µm²

Power and ir drop
  – Max VDD drop: 0.0766 mV
  – Tot Pwr: 0.317 mW
  – Static leakage: 1.30 nW
  – Power Dens Cells: 86.7 nW/µm²

Min path
  – HP Class: flop to flop
  – Hold Path Cell Cnt: 2

Job
  – Count of tool warnings: 25
  – Max_cap viols: 0

Die
  – Core Area: 6870 µm²
  – Die width: 86.6 µm
  – I/O Pins: 69
  – Row cnt: 30
  – FP Core Util: 41.7%
  – Chip height: 86.6 µm
  – Chip area: 7500 µm²

Status
  – Status: complete, no violations
## layout make-up
class                      instances  share of cell area [%]
clock buffer                       7                    2.36
multi-input combinational        341                    55.3
timing repair buffer              76                    20.3
sequential                        33                    18.1
tap                               96                    3.28
inverter                           7                   0.718
## logic make-up (layout without fill, tap and decap cells)
| family | count (synthesis) | count (layout) | synth area share, % |
|---|---|---|---|
| xor gates and xnor gates | 6 | 6 | 1.83 |
| muxes | 15 | 15 | 5.55 |
| DFF | 33 | 33 | 23.1 |
| AOI/OAI and AO/OA | 130 | 130 | 29.9 |
| adders and majority gates | 1 | 1 | 0.437 |
| buffers and inverters | 41 | 90 | 6.29 |
| and+or+nand+nor | 189 | 189 | 32.9 |
## through the flow
step / std cells / hold slack, ps / cell area [µm²] / utilization (%) / worst slack (ps)
after floorplan: 415 / 445 / 2860 / - / 6550
after global placement: 553 / 483 / 3570 / 52.0 / 6180
after detailed placement: 553 / 492 / 3570 / 52.0 / 6150
after CTS: 560 / 504 / 3660 / 53.2 / 6450
after global routing: 560 / 525 / 3660 / 53.2 / 6240
final: 560 / 503 / 3660 / 53.2 / 6380
## state kept, by name, summed over array words and instances, names as in the netlist
signal / flops
data_i: 32
valid_i: 1
## worst max-delay path: stages
cell             delay (ps)
clkdlybuf4s50_1         450
buf_4                   330
and2_4                  560
nand2_1                 110
nand2_1                  80
ha_1                    320
nand4_2                 260
nor4_4                  490
nand3_1                 140
mux2_1                  320
## where the power goes
group	internal (mW)	switching [mW]
Sequential	0.121	0.0119
Combinational	0.0444	0.0482
Clock	0.0472	0.0445
## cell usage in the layout (no fill, tap or decap), drive strengths merged, types with 3 or more instances in the layout
master	instances
a211oi	10
a21o	3
a21oi	32
a221oi	3
a22o	3
a22oi	6
a311oi	3
a31oi	8
and2	3
and3	4
buf	8
clkbuf	7
clkdlybuf4s50	68
dfxtp	33
inv	7
mux2	7
mux2i	8
nand2	90
nand3	26
nand4	30
nor2	18
nor3	7
nor4	4
o211ai	4
o21ai	36
o221a	3
o22ai	4
xnor2	4
## worst min path at each step
stage / startpoint / endpoint / slack (ps)
global route: data_i[19]$_SDFFE_PP0P_ / data_i[19]$_SDFFE_PP0P_ / 530
CTS: data_i[19]$_SDFFE_PP0P_ / data_i[19]$_SDFFE_PP0P_ / 500
finish: data_i[19]$_SDFFE_PP0P_ / data_i[19]$_SDFFE_PP0P_ / 500
## layer usage
metal / GRT usage [%] / vias up / routed length, µm
met1: 43.5 / 1544 / 4660
li1: - / 1642 / -
met5: 0 / - / 0
met3: 5.99 / 15 / 799
met4: 3.33 / 0 / 114
met2: 40.3 / 156 / 4320
Power figures rest on the tool's default switching activity, not on a simulated workload.
