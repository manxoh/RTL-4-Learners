[./config.mk]
export PLATFORM = sky130hd
export DESIGN_NAME = axis_pipe
export DESIGN_NICKNAME = axis_pipe
export VERILOG_FILES = /design/flow/design.v
export SDC_FILE = /design/flow/constraint.sdc
export NUM_CORES = 4
export LEC_CHECK = 1
export CORE_UTILIZATION = 50
[./constraint.sdc]
current_design axis_pipe

set clk_period 2.8
set clk_io_pct 0.2

create_clock -name clk0 -period $clk_period [get_ports {clk}]

set non_clock_inputs [all_inputs -no_clocks]
set_input_delay [expr $clk_period * $clk_io_pct] -clock clk0 $non_clock_inputs
set_output_delay [expr $clk_period * $clk_io_pct] -clock clk0 [all_outputs]
[./design.v]
module axis_pipe #(AXIS_WIDTH = 32)
                                  (input clk,
                                   input reset,
                                   input s_axis_tvalid,
                                   input [AXIS_WIDTH-1:0] s_axis_tdata,
                                   output s_axis_tready,
                                   output m_axis_tvalid,
                                   output [AXIS_WIDTH-1:0] m_axis_tdata,
                                   input m_axis_tready);
   reg s_axis_tready_i;
   wire no_stall;
   reg s_axis_tvalid_1d;
   reg [AXIS_WIDTH-1:0] s_axis_tdata_1d;
   reg m_axis_tvalid_i;
   reg [AXIS_WIDTH-1:0] m_axis_tdata_i;
   wire [AXIS_WIDTH-1:0] data_mux;
   wire valid_mux;
   assign valid_mux = s_axis_tready_i ? s_axis_tvalid : s_axis_tvalid_1d;
   assign data_mux =  s_axis_tready_i ? s_axis_tdata : s_axis_tdata_1d;
   assign no_stall = (~m_axis_tvalid_i | m_axis_tready);
   assign s_axis_tready = s_axis_tready_i;
   assign m_axis_tvalid = m_axis_tvalid_i;
   assign m_axis_tdata = m_axis_tdata_i;
   always @ (posedge clk) begin
      if (reset) begin
         s_axis_tready_i <= 1'b1;
      end
      else begin 
         if (no_stall) begin
            s_axis_tready_i <= 1'b1;
         end
         else begin
            if (valid_mux) begin
               s_axis_tready_i <= 1'b0;
            end
         end
      end
   end
   always @ (posedge clk) begin
      if (reset) begin
         s_axis_tvalid_1d <= 1'b0;
         s_axis_tdata_1d <= {AXIS_WIDTH{1'b0}};   
      end
      else begin
         if (s_axis_tready_i) begin
            s_axis_tvalid_1d <= s_axis_tvalid;
            s_axis_tdata_1d <= s_axis_tdata;   
         end
      end
   end
   always @ (posedge clk) begin
      if (reset) begin
         m_axis_tvalid_i <= 1'b0;
      end
      else begin 
         if (valid_mux) begin
            m_axis_tvalid_i <= 1'b1;
         end
         else begin
            if (m_axis_tready) begin  
               m_axis_tvalid_i <= 1'b0;
            end
         end
      end
   end
   always @ (posedge clk) begin
      if (reset) begin
         m_axis_tdata_i <= {AXIS_WIDTH{1'b0}};
      end
      else begin
         if (no_stall) begin             
            m_axis_tdata_i <= data_mux;
         end
      end
   end
endmodule
[./run.sh]
#!/bin/bash
# OpenROAD 26Q1-2900-gdf79404cd8, Yosys 0.63+post, stock flow scripts
make -C /OpenROAD-flow-scripts/flow DESIGN_CONFIG=/design/flow/config.mk WORK_HOME=/design/flow/orfs finish
==> results.tsv <==
stage	metric	value	unit
power	PwrDens	583	nW/µm²
layout	fill count	402	
yosys	Yosys warning count	1	
yosys	Cells after Synth	223	
cts	cts repair resizes	0	
cts	CTS tree	built	
global_route	global route total overflow	0	
worst_setup_path	critical-path cell list	clkdlybuf4s50_1	
cts	CTS sink cnt	67	
placement	Final Wtd Congestion	0.725	
yosys	Flops after synth	67	
drt	Post-route DRC	0	
die	I/O pins	70	
run_status	outcome	finished clean	
die	Die H	74.4	µm
worst_hold_path	HP Class	flip-flop to flip-flop	
worst_setup_path	Buf+Inv Stages, Crit Path	1	
cts	CTS clk-pin slew, worst paths	60	ps
final_timing	RSZ-0062 raised after global routing	no	
power	VDD IR max	0.414	mV
final_timing	Final min period	2030	ps
yosys	Synth top cell by count	dfxtp_1	
job	tool warnings	27	
job	MaxCap Viol Count	0	
yosys	sequential-to-total area share from yosys stat	51.2	%
yosys	Area leader share	51.2	%
yosys	Yosys top cell by area	dfxtp_1	
worst_setup_path	CP top delay family	flip-flops	
die	Initial Util	53.7	%
yosys	Main area contributors	dfxtp_1, a211oi_2, mux2i_1	
drt	DRT antenna net count	0	
final_timing	Tcrit/Tclk final	72.4	%
final_timing	worst hold margin	494	ps
global_route	largest net degree at the start of global routing	68	
global_route	number of global-route vias before repair	1764	
final_timing	total negative slack	0	ps
placement	pre-CTS setup slack	921	ps
worst_setup_path	CP max stage cell	dfxtp_2	
die	die width	74.4	µm
drt	Iter 0 DRT Violations	121	
global_route	GRT Overall Usage	19.4	%
die	total die size	5540	µm²
drt	n_diodes	0	
worst_setup_path	crit-path max FO	14	
layout	Area Overhead vs Synth	31.2	%
final_timing	final setup margin	773	ps
drt	WL/cell	13.9	µm
power	Static Leakage	1.46	nW
global_route	initial antenna violation count	0	
final_timing	Slew headroom	61.4	%
yosys	most instantiated cells after synthesis	dfxtp_1, mux2i_1, nor2_1	
final_timing	Least-Margin Pin Slew	578	ps
die	core area	4880	µm²
placement	HPWL Detailed	2970	µm
worst_setup_path	CP Data Arrival Time	1470	ps
yosys	top flip-flop cell by instance count after synthesis	dfxtp_1	
final_timing	final setup fails	0	
cts	postcts setup bufs	0	
yosys	Async S/R FF share, synth	0	%
final_timing	Clock Skews	6.05	ps
drt	Routed WL	4970	µm
die	Rows	25	
drt	DR vias/cell	5.13	
worst_setup_path	Worst setup EP type	output port	
yosys	synthesized area	2620	µm²
worst_setup_path	CP peak stage delay	590	ps
final_timing	Fmax	0.493	GHz
drt	DR pass1 iterations	4	
global_route	global-route wire length before repair	8200	µm
yosys	syn_area_per_cell	11.8	µm²
worst_setup_path	Setup CP Type	flip-flop to output port	
final_timing	hold violation count in the final report	0	
cts	CTS Buf Count	9	
yosys	Cell variety after synth	16	
worst_setup_path	CP startpoint kind	flip-flop	
layout	layout cell share with drive strength beyond 1	16.9	%
cts	later-pin clock latency in the skew report	330	ps
power	total power	2.00	mW
cts	H-tree depth	3	
final_timing	pins over their slew limit	0	
placement	Port Buf Inserts	69	
layout	utilization after layout	70.5	%
yosys	number of enable flip-flop cells	0	
cts	CTS Hold Buffers Added	0	
cts	CTS root buf	clkbuf_8	
worst_setup_path	Worst EP required	2240	ps
cts	buffer levels on the longest clock path	2	
yosys	cell count listed in synth_stat.txt	223	
yosys	yosys synthesis chip area	2620	µm²
drt	Vias	1831	
## stage by stage
stage | cell area, µm² | std cells
finish | 3440 | 357
global route | 3440 | 357
CTS | 3440 | 357
detailed placement | 3270 | 341
global placement | 3270 | 341
floorplan | 2620 | 223
## routing by layer
metal	vias up	GRT usage (%)	routed length (µm)
met4	0	3.56	55
met3	6	4.12	273
met5	-	0	0
met2	52	28.5	2160
li1	916	-	-
met1	857	30.6	2480
## layout make-up
class                           instances  area, µm²  share of cell area [%]
Timing Repair Buffer                   73        728                    21.2
Multi-Input combinational cell        133       1110                    32.2
Sequential cell                        67       1340                    39.0
Tap cell                               67       83.8                    2.44
Clock inverter                          2       10.0                   0.291
Clock buffer                           14        163                    4.73
Inverter                                1       3.75                   0.109
## worst paths after layout
kind                       endpoint  depth (start not counted)  slack (ps)        startpoint
setup / recovery      s_axis_tready                          1         770   s_axis_tready_i
hold / removal     s_axis_tvalid_1d                          2         490  s_axis_tvalid_1d
setup reg to reg  m_axis_tdata_i[3]                          3        1190   s_axis_tready_i
hold reg to reg    s_axis_tvalid_1d                          2         490  s_axis_tvalid_1d
## layout by cell type (no fill, tap or decap)
cell / n
inv_1: 1
dfxtp_1: 66
buf_12: 1
a211oi_1: 3
dfxtp_2: 1
buf_2: 1
clkinv_2: 2
mux2i_1: 33
nor3b_1: 32
a21oi_1: 1
clkbuf_1: 3
clkbuf_8: 11
nand2b_4: 1
clkdlybuf4s50_1: 68
a211o_1: 1
a211oi_2: 29
nor2_1: 33
buf_4: 3
## registers in the layout, summed over array words and instances, names as in the netlist
name	cells
m_axis_tdata_i	32
m_axis_tvalid_i	1
s_axis_tdata_1d	32
s_axis_tready_i	1
s_axis_tvalid_1d	1
## cells by family (layout without fill, tap and decap cells)
logic type | Yosys count | in the layout | share of synthesized area (%)
mux | 33 | 33 | 12.6
buf+inv | 23 | 90 | 6.59
compound gates | 34 | 34 | 15.2
flops | 67 | 67 | 51.2
simple gates | 66 | 66 | 14.4
## report_power, final
part / switching [mW] / total (mW) / internal (mW)
registers: 0.0267 / 1.04 / 1.02
clock network: 0.329 / 0.697 / 0.368
logic: 0.0995 / 0.262 / 0.162
total: 0.455 / 2.00 / 1.55
Power and IR drop assume default switching activity.
