<file path="/design/flow/design.v">
module cube (input clock,
             input reset,
             input logic [31:0] num,
             output logic [31:0] result);
  logic [31:0] num0;
  logic [31:0] num1;
  logic [31:0] num2;
  logic [31:0] num3;
  always_ff @(posedge clock) begin
    if (reset == 1'b1) begin
    	num0 <= 32'b0;
      num1 <= 32'b0;
      num2 <= 32'b0;
      num3 <= 32'b0;
    end
    else begin
      num0 <= num;
      num1 <= num;
      num2 <= num1;
      num3 <= num1*num0;
      result <= num3*num2;
    end
  end
endmodule
</file>
<file path="/design/flow/run.sh">
#!/bin/bash
# OpenROAD 26Q1-2900-gdf79404cd8, Yosys 0.63+post, stock flow scripts
make -C /OpenROAD-flow-scripts/flow DESIGN_CONFIG=/design/flow/config.mk WORK_HOME=/design/flow/orfs finish
</file>
<file path="/design/flow/config.mk">
export PLATFORM = sky130hd
export DESIGN_NAME = cube
export DESIGN_NICKNAME = cube
export VERILOG_FILES = /design/flow/design.v
export SDC_FILE = /design/flow/constraint.sdc
export NUM_CORES = 4
export LEC_CHECK = 1
export CORE_UTILIZATION = 40
</file>
<file path="/design/flow/constraint.sdc">
current_design cube

set clk_period 10.8
set clk_io_pct 0.2

create_clock -name clk0 -period $clk_period [get_ports {clock}]

set non_clock_inputs [all_inputs -no_clocks]
set_input_delay [expr $clk_period * $clk_io_pct] -clock clk0 $non_clock_inputs
set_output_delay [expr $clk_period * $clk_io_pct] -clock clk0 [all_outputs]
</file>
==> qor.csv <==
metric,value,unit
outcome,"complete, no violations",
fmax,133,MHz
rsz0062_at_grt,no,
yosysTopAreaCell,fa_1,
finalSetupTns,0,ps
rows,103,
cts_resized,0,
tightest_slew,810,ps
period_used_share,0.696,
cts.path.max_buffers,2,
cpMostUsedCell,fa_1,
n_antenna_cell,0,
synth.distinct_cells,66,
hold_depth,1,
warnings,38,
io_pins,66,
clkSinkCount,126,
gp_congestion,0.922,
stdcell_count,4411,
routed_via_density,4.66,
ff2ff_path_depth,22,
antenna_found_initial,0,
grt_first_pass_wirelength,123000,µm
arrival,7870,ps
setup_viol,0,
max_stage_delay,840,ps
fp_util,0.405,
fin_skew,17.6,ps
critPathBufInv,3,
postRouteAntennaNets,0,
reg2reg_slack,3280,ps
slowest_stage,dfxtp_1,
cp.required,11140,ps
core-area,79000,µm²
cts_setup_buffers,0,
min_period,7520,ps
hpwl,59100,µm
holdBufCountCts,0,
netlist.area_leader.share,0.477,
min_to,num2[30],
endpoint_kind,register,
p_per_area,147,nW/µm²
die-area,81100,µm²
ys_chip_area,32000,µm²
cp-start-kind,register,
syn-mean-instance-area,9.62,µm²
ys_seq_share,0.0889,
crit_chain,nand2_1 > inv_1 > fa_1 > fa_1 > inv_1 > fa_1 > fa_1 > fa_1 > inv_1 > ha_1 > fa_1 > fa_1 > ha_1 > a21oi_1 > nand2_1 > a2111oi_1 > nor3_1 > o41ai_2 > o311ai_1 > a41oi_1 > xor2_1 > nor2_1,
crit_family,adder cells,
syn_area,32000,µm²
cts_root_buf,clkbuf_16,
worstSetupPathType,register to register,
io_buffers,65,
syn-instance-count,3324,
ys_cells,3324,
synth-edff-count,32,
cap_violations,0,
grt_pass1_vias,23100,
p_leak,0.0175,µW
r2r_end,num3[30],
dp_cells,4379,
numCtsBuffers,17,
first_iter_violations,703,
layout-drive-gt1-share,0.0351,
clk_latency,490,ps
wl_per_cell,16.8,µm
async_flop_share,0,
yosysWarnings,1,
max-slew-margin-rel,0.459,
die.size.y,285,µm
r2r-start,num1[12],
firstDrtPassIters,4,
peakVddDrop,207,µV
grt_max_degree,53,
hold_class,register to register,
wl,74100,µm
cts-htree-levels,4,
area_leaders,"fa_1 48%, ha_1 9.9%, inv_1 9.8%",
drc,0,
cp_max_fo,21,
cts.reportedPaths.clkPinSlew,80,ps
area_growth,7.85,%
flop_cell,dfxtp_1,
cts_tree,yes,
report.final.slew_viol_count,0,
grt.total_usage,0.208,
holdCritStartpoint,num1[30],
grt.overflow.total,0,
hold_viol,0,
ys.flops,126,
vias,20600,
die_w,285,µm
## cell families (layout without fill, tap and decap cells)
| kind of cell | count (synthesis) | after routing | share of synthesized area |
|---|---|---|---|
| adders and majority gates | 1015 | 1015 | 0.576 |
| buffers and inverters | 967 | 990 | 0.114 |
| and+or+nand+nor | 932 | 932 | 0.152 |
| AOI/OAI and AO/OA | 148 | 148 | 0.0324 |
| xor gates and xnor gates | 133 | 133 | 0.0364 |
| DFF | 126 | 126 | 0.0889 |
| other | 2 | 16 | 0.000235 |
| muxes | 1 | 1 | 0.000313 |
## Yosys cell counts, drive strengths merged, types with 10 or more instances
cell type	n
a211oi	10
a21o	27
a21oi	45
and2	422
clkbuf	130
dfxtp	94
edfxtp	32
fa	762
ha	253
inv	837
nand2	333
nor2	61
nor2b	68
nor3	12
o21a	14
o21ai	15
xnor2	98
xor2	35
## cells in the final DEF (no fill, tap or decap), types with 6 or more instances in the layout
cell type	count
a211oi_1	8
a21o_1	25
a21oi_1	44
and2_1	422
buf_4	57
clkbuf_16	17
clkdlybuf4s50_1	64
conb_1	16
dfxtp_1	93
edfxtp_1	32
fa_1	762
ha_1	253
inv_1	835
nand2_1	333
nand3_1	9
nand4_1	6
nor2_1	59
nor2b_1	68
nor3_1	10
o21a_1	12
o21ai_1	8
o21bai_1	7
xnor2_1	98
xor2_1	35
## registers in the layout, summed over array words and instances, names as in the netlist
register and flops:
num1 32, result 32, num2 31, num3 31
## worst max-delay path by stage
stage	startpoint	to	slack, ps	cells after the start
CTS	num1[12]	num3[30]	3200	22
global route	num1[14]	num3[30]	2860	22
finish	num1[12]	num3[30]	3280	22
## power by group
part	internal [µW]	switching (µW)	total, µW
Clock	306	284	590
Sequential	649	93.2	743
Combinational	1630	2110	3750
## worst reg2reg max path: stages (launching register included)
cell and delay, ps:
dfxtp_1 840, nand2_1 220, inv_1 120, fa_1 420, fa_1 510, inv_1 50, fa_1 480, fa_1 510
fa_1 510, inv_1 40, ha_1 280, fa_1 500, fa_1 410, ha_1 350, a21oi_1 230, nand2_1 110
a2111oi_1 420, nor3_1 150, o41ai_2 480, o311ai_1 250, a41oi_1 280, xor2_1 180, nor2_1 50
## per-stage QoR
stage	setup slack [ps]	cell area, µm²	power (µW)	util	hold slack (ps)
floorplan	3910	32000	3520	-	414
global placement	3390	33900	4500	0.429	462
detailed placement	3250	33900	4520	0.429	465
CTS	3200	34500	5150	0.437	494
global route	2860	34500	5660	0.437	500
finish	3280	34500	5080	0.437	488
## routing by layer
| layer | part of all wire | vias to the layer above | GRT usage |
|---|---|---|---|
| li1 | - | 9620 | - |
| met1 | 0.41 | 10400 | 0.285 |
| met2 | 0.49 | 515 | 0.339 |
| met3 | 0.085 | 62 | 0.0777 |
| met4 | 0.016 | 0 | 0.0261 |
| met5 | 0 | - | 0 |
## area by class of cell
class / count / area, µm²
flip-flops and latches: 126 / 2840
clock inverters: 15 / 146
repair buffers: 121 / 1070
fillers: 7569 / 44500
inverters: 837 / 3140
well taps: 1050 / 1310
clock buffers: 17 / 425
multi-input cells: 2245 / 25500
Power figures rest on the tool's default switching activity, not on a simulated workload.
